==> flow/design.v <==
module coord #(parameter IP_BIT_WIDTH = 31) (
    input                    clk,
    input                    rst,
    input [IP_BIT_WIDTH-1:0] rand_num,
    input                    rand_valid,
    output reg               op_lt_1_out,
    output reg               coord_valid_out
);
  wire                        next_coord_sel;
  wire [IP_BIT_WIDTH-1:0]     next_x_coord;
  wire [IP_BIT_WIDTH-1:0]     next_y_coord;
  wire                        next_coord_valid;
  wire [(IP_BIT_WIDTH*2)-1:0] calc_x_sq_p0;
  wire [(IP_BIT_WIDTH*2)-1:0] calc_y_sq_p0;
  reg                         coord_sel;
  reg  [IP_BIT_WIDTH-1:0]     x_coord_p0;
  reg  [IP_BIT_WIDTH-1:0]     y_coord_p0;
  reg  [IP_BIT_WIDTH-1:0]     calc_x_sq_p1;
  reg  [IP_BIT_WIDTH-1:0]     calc_y_sq_p1;
  wire [IP_BIT_WIDTH:0]       sq_add_p1;
  reg                         coord_valid_p0;
  reg                         coord_valid_p1;
  wire                        op_lt_1_p1;
  assign next_coord_sel   = (rand_valid) ? ~coord_sel : coord_sel;
  assign next_x_coord     = (~coord_sel & rand_valid) ? rand_num : x_coord_p0;
  assign next_y_coord     = ( coord_sel & rand_valid) ? rand_num : y_coord_p0;
  assign next_coord_valid = (coord_sel & rand_valid);
  assign calc_x_sq_p0     = $signed(x_coord_p0) * $signed(x_coord_p0);
  assign calc_y_sq_p0     = $signed(y_coord_p0) * $signed(y_coord_p0);
  assign sq_add_p1        = calc_x_sq_p1 + calc_y_sq_p1;
  assign op_lt_1_p1       = ~sq_add_p1[IP_BIT_WIDTH-2];
  always @(posedge clk or posedge rst)
      if (rst)
      begin
          coord_sel       <= 1'b0;
          x_coord_p0      <= {IP_BIT_WIDTH{1'b0}};
          y_coord_p0      <= {IP_BIT_WIDTH{1'b0}};
          coord_valid_p0  <= 1'b0;
          coord_valid_p1  <= 1'b0;
          coord_valid_out <= 1'b0;
          calc_x_sq_p1    <= {IP_BIT_WIDTH{1'b0}};
          calc_y_sq_p1    <= {IP_BIT_WIDTH{1'b0}};
          op_lt_1_out     <= 1'b0;
      end
      else
      begin
          coord_sel       <= next_coord_sel;
          x_coord_p0      <= next_x_coord;
          y_coord_p0      <= next_y_coord;
          coord_valid_p0  <= next_coord_valid;
          coord_valid_p1  <= coord_valid_p0;
          coord_valid_out <= coord_valid_p1;
          calc_x_sq_p1    <= (coord_valid_p0 ? calc_x_sq_p0[(IP_BIT_WIDTH*2)-1:IP_BIT_WIDTH] : calc_x_sq_p1);
          calc_y_sq_p1    <= (coord_valid_p0 ? calc_y_sq_p0[(IP_BIT_WIDTH*2)-1:IP_BIT_WIDTH] : calc_y_sq_p1);
          op_lt_1_out     <= (coord_valid_p1 ? op_lt_1_p1 : op_lt_1_out);
      end
endmodule
==> flow/run.sh <==
#!/bin/bash
# OpenROAD 26Q1-2900-gdf79404cd8, Yosys 0.63+post, stock flow scripts
make -C /OpenROAD-flow-scripts/flow DESIGN_CONFIG=/design/flow/config.mk WORK_HOME=/design/flow/orfs finish
==> flow/constraint.sdc <==
current_design coord

set clk_period 13.1
set clk_io_pct 0.2

create_clock -name clk0 -period $clk_period [get_ports {clk}]

set non_clock_inputs [all_inputs -no_clocks]
set_input_delay [expr $clk_period * $clk_io_pct] -clock clk0 $non_clock_inputs
set_output_delay [expr $clk_period * $clk_io_pct] -clock clk0 [all_outputs]
==> flow/config.mk <==
export PLATFORM = sky130hd
export DESIGN_NAME = coord
export DESIGN_NICKNAME = coord
export VERILOG_FILES = /design/flow/design.v
export SDC_FILE = /design/flow/constraint.sdc
export NUM_CORES = 4
export LEC_CHECK = 1
export CORE_UTILIZATION = 30
==> results.json <==
{
  "status": "finished, final reports clean",
  "min_from": "coord_valid_p1",
  "worst_pin_slew_ns": 0.929,
  "row_count": 170,
  "maxCapViolCount": 0,
  "h-tree-depth": 4,
  "drtIter0Drc": 1388,
  "lay_top_cells": "inv_1, fa_1, nand2_1",
  "fin_hold_ws_ns": 0.403,
  "fin_crit_sh_pct": 70.1,
  "path_class": "flop to flop",
  "syn_area_per_cell_um2": 9.74,
  "seq_area_frac_synth_pct": 4.88,
  "clock_latency_ns": 0.46,
  "grt_pass1_wl_um": 272000,
  "numClockSinks": 127,
  "post_cts_buffers": 0,
  "synth-edff-count": 0,
  "synthArstFlopShare_pct": 100,
  "hpwlAfterDp_um": 134000,
  "grt_overflow": 0,
  "ant_nets": 0,
  "cts_buffer_depth": 2,
  "numPortBuffers": 35,
  "cts_tree": "built",
  "top_area_cell": "fa_1",
  "fp_util_pct": 30.3,
  "synthToLayoutAreaGrowth_pct": 6.64,
  "finalSetupViolCount": 0,
  "die_h_um": 468,
  "grt_max_degree": 65,
  "gp_congestion": 0.960,
  "synth_chip_area_um2": 65100,
  "reg2regPathDepth": 26,
  "core_um2": 215000,
  "setup_tns_ns": 0,
  "synth_cells": 6686,
  "dieArea_um2": 219000,
  "cp-endpoint": "calc_y_sq_p1[28]",
  "drt_pass1_iterations": 5,
  "postRouteWirelength_um": 164000,
  "io_pins": 36,
  "antenna_found_initial": 11,
  "cts_root_buf": "clkbuf_16",
  "cp-start-kind": "flop",
  "num_vias": 41900,
  "synth.distinct_cells": 71,
  "layout_top_cell": "inv_1",
  "critPathMaxFanout": 31,
  "cp.required_ns": 13.45,
  "clk_pin_slew_worst_paths_ns": 0.07,
  "rsz0062_at_grt": "false",
  "viasPerCell": 4.43,
  "cts_buffers": 17,
  "cts_resized": 0,
  "ys_cells": 6686,
  "maxSlewViolCount": 0,
  "drive_gt1_share_pct": 3.52,
  "synthesis.area_um2": 65100,
  "ys.flops": 127,
  "slew_headroom_pct": 37.4,
  "track_usage_pct": 17.1,
  "fin_skew_ns": 0.0198,
  "max_freq_mhz": 109,
  "ff2ff_setup_slack_ns": 3.92,
  "cp-startpoint": "y_coord_p0[30]",
  "hold_viol": 0,
  "critPathArrivalTime_ns": 9.54,
  "hold_path_class": "flop to flop",
  "area_leaders": "fa_1, inv_1, ha_1",
  "holdBufCountCts": 0,
  "drc": 0,
  "synth_top_area_share_pct": 57.3,
  "die_w_um": 468,
  "reg2reg_from": "y_coord_p0[30]",
  "final.min_clock_period_ns": 9.18,
  "crit_path_end_kind": "flop",
  "wire_per_inst_um": 17.3,
  "first_global_vias": 48800,
  "flop_cell": "dfrtp_1",
  "r2r-end": "calc_y_sq_p1[28]",
  "ys_warn_count": 1,
  "warning_count": 40
}
## cell usage after synthesis, types with 13 or more instances
cell      number
nor2b_1       13
nand2b_1      22
and2_1       311
fa_1        1862
nor2_1       189
xnor2_1       72
ha_1         416
xor2_1        33
a21oi_1       92
a21o_1        59
nand3_1       34
nand4_1       22
dfrtp_1      127
o21a_1        17
mux2_2        83
nand2_1      652
nor3_1        21
o21ai_0       69
clkbuf_1     213
inv_1       2200
o21bai_1      14
## final cells by class
cell class / count / area (um2)
Timing Repair Buffer: 121 / 996
Fill cell: 21500 / 146000
Clock buffer: 17 / 425
Antenna cell: 4 / 10.0
Sequential cell: 127 / 3180
Clock inverter: 15 / 173
Inverter: 2211 / 8300
Multi-Input combinational cell: 4125 / 52800
Tap cell: 2838 / 3550
## through the flow
step	area (um2)	instances	worst slack [ns]	utilization (%)
2_1_floorplan	65100	6686	4.70	-
3_3_place_gp	68800	9422	3.96	32.0
3_5_place_dp	68800	9422	3.88	32.0
4_1_cts	69400	9454	3.86	32.3
5_1_grt	69400	9458	3.30	32.3
6_report	69400	9458	3.92	32.3
## layer usage
metal,up-vias,GRT usage [%],routed length [um]
met3,232,9.11,20200
met5,-,1.01,296
li1,18800,-,-
met4,14,4.25,5490
met1,21300,21.5,61000
met2,1567,26.1,76500
## worst max-delay path, cell delays in order, from the launching register on
cell and delay, ns:
dfrtp_1 0.32, buf_4 0.33, inv_1 0.24, buf_4 0.31, nor2_1 0.35, fa_1 0.46
inv_1 0.24, fa_1 0.51, inv_1 0.19, fa_1 0.48, fa_1 0.94, inv_1 0.39
fa_1 0.57, inv_1 0.06, fa_1 0.53, inv_1 0.05, fa_1 0.46, fa_1 0.51
inv_1 0.04, ha_1 0.40, nand2_1 0.13, nor3_1 0.33, nand2_1 0.09, o32ai_1 0.46
o21ai_0 0.23, a21o_1 0.21, a31o_2 0.23
## state kept, by name, indices dropped and copies added (netlist names)
name and cells:
calc_y_sq_p1 30, calc_x_sq_p1 30, coord_valid_p1 1, y_coord_p0 31, coord_valid_out 1, op_lt_1_out 1
x_coord_p0 31, coord_sel 1, coord_valid_p0 1
## logic make-up after synthesis
logic type | after synthesis | share of synthesized area, %
buffers and inverters | 2434 | 14.0
adders and majority gates | 2278 | 65.2
and+or+nand+nor | 1307 | 9.26
AOI/OAI and AO/OA | 349 | 3.67
DFF | 127 | 4.88
xor gates and xnor gates | 105 | 1.41
muxes | 86 | 1.48
## worst min-delay path by stage
| stage | slack [ns] | endpoint | depth (start not counted) |
|---|---|---|---|
| after CTS | 0.41 | coord_valid_out | 0 |
| after global routing | 0.42 | coord_valid_out | 0 |
| final | 0.40 | coord_valid_out | 0 |
