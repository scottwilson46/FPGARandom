**design/flow/config.mk**
```make
export PLATFORM = sky130hd
export DESIGN_NAME = tausworth
export DESIGN_NICKNAME = tausworth
export VERILOG_FILES = /design/flow/design.v
export SDC_FILE = /design/flow/constraint.sdc
export NUM_CORES = 4
export LEC_CHECK = 1
export CORE_UTILIZATION = 50
```
**design/flow/run.sh**
```bash
#!/bin/bash
# OpenROAD 26Q1-2900-gdf79404cd8, Yosys 0.63+post, stock flow scripts
make -C /OpenROAD-flow-scripts/flow DESIGN_CONFIG=/design/flow/config.mk WORK_HOME=/design/flow/orfs finish
```
**design/flow/constraint.sdc**
```tcl
current_design tausworth

set clk_period 1.7
set clk_io_pct 0.2

create_clock -name clk0 -period $clk_period [get_ports {clk}]

set non_clock_inputs [all_inputs -no_clocks]
set_input_delay [expr $clk_period * $clk_io_pct] -clock clk0 $non_clock_inputs
set_output_delay [expr $clk_period * $clk_io_pct] -clock clk0 [all_outputs]
```
**design/flow/design.v**
```verilog
module tausworth (
  input    clk,
  input    reset,
  output [31:0]  random_out,
  output reg     valid_out
);
parameter S0 = 32'hffffffff;
parameter S1 = 32'hcccccccc;
parameter S2 = 32'h00ff00ff;
wire [31:0] b1,b2,b3;
wire [31:0] next_S0, next_S1, next_S2;
reg  [31:0] S0_reg, S1_reg, S2_reg;
assign b1      = (((S0_reg << 13) ^ S0_reg) >> 19);
assign next_S0 = (((S0_reg & 32'hfffffffe) << 12) ^ b1);
assign b2      = (((S1_reg << 2 ) ^ S1_reg) >> 25);
assign next_S1 = (((S1_reg & 32'hfffffff8) << 4 ) ^ b2);
assign b3      = (((S2_reg << 3 ) ^ S2_reg) >> 11);
assign next_S2 = (((S2_reg & 32'hfffffff0) << 17) ^ b3);
assign random_out = S0_reg ^ S1_reg ^ S2_reg;
always @(posedge clk or posedge reset)
  if (reset)
  begin
    S0_reg <= S0;
    S1_reg <= S1;
    S2_reg <= S2;
    valid_out <= 1'b0;
  end
  else
  begin 
    S0_reg <= next_S0;
    S1_reg <= next_S1;
    S2_reg <= next_S2;
    valid_out <= 1'b1;
  end
endmodule
```
==> commit_impl_results.txt <==
Refresh implementation metrics

- The run finished, with violations left.
* Post-synthesis chip area from yosys: 3630 um^2
- Along the worst path, the maximum fanout reaches 2.
- Clock sink count: 97
- On the worst setup and hold paths after CTS, the clock-pin slew comes to 90 ps.
* Number of synthesis warnings: 1
- Number of register bits inferred by synthesis: 97
- Wire length reported by the detailed router: 6.82 mm
- Pwr Density: 809 nW/um^2
- Min-delay worst type: flop to flop
- Final critical delay including setup and external delays: 1760 ps
- Dividing the final minimum period by the clock period gives 1.03.
* Synthesized instance count: 172
- Wire length of the first global-routing pass: 10.8 mm
* CP delay by family, top: flip-flops
* Global-route usage over all layers: 0.224
- After legalization and detailed placement, the total HPWL measured 4.77 mm.
- Largest net degree at the start of global routing: 59
- The netlist uses 6 different library cells.
* Final worst slack: -55.8 ps
- Total setup violations reported at the end of the flow: 11
- For reference, the post-synthesis area per instance comes to 21.1 um^2.
- The power report puts the leakage power at 2.50 nW.
- In this build the clock could be raised as far as 0.570 GHz.
* Clock latency on the worst-skew pair: 340 ps
- At the placement stage, the worst setup path has a slack of -23.4 ps.
- Die extent in x: 87.3 um
* Number of global-route vias before repair: 1865
* CP Class: flop to output port
* Worst path slowest cell: dfstp_2
- Buffer and inverter count on the worst path: 1
- Placed Instances: 329
- CTS tree: yes
* Vertical die dimension: 87.3 um
* Chip Footprint: 7610 um^2
- The worst register-to-register path begins at S1_reg[26].
- Standard-cell row count: 30
- Setup repair after global routing could not meet its margin everywhere.
* Number of routed nets with antenna violations: 0
* Post-route DRC violation count: 0
* Critical Path Start Type: flop
- Core Area: 6910 um^2
- The clock H-tree reported by CTS has 3 levels.
- Startpoint of the worst setup timing path: S0_reg[17]
- The number of antenna violations at the first check in global routing came to 0.
- The pre-antenna-repair detailed-routing pass consisted of 4 iterations.
- Gp weighted congestion: 0.837
- Area added between synthesis and finish: 27.7%
* Violation tally from detailed-route iteration zero: 51
- Via density per instance: 4.54
* Synth Cell Area: 3630 um^2
- The worst hold path begins at S1_reg[18].
- Yosys stat cell total: 172
- Max IR drop VDD: 0.000538 V
- Count of pins over their slew limit: 0
- Crit. End Element: output port
- Num CTS Buffers: 9
- Leading cell type in the layout, fill and taps excluded: dfstp_2
- Clock Tree Buf Depth: 2
* Fraction of final layout cells sized beyond drive strength 1: 0.637
* Longest individual stage delay on the worst path: 550 ps
* Violations in the final reports: negative setup slack
- The script logs the mean routed wire length per placed instance as 17.9 um.
* Number of buffers inserted for hold repair after clock tree synthesis: 0
- The routed layout has 1724 vias.
- After the flow finishes, the layout carries non-filler instances totaling 380.
* Pre-placement core utilization: 0.526
* Number of I/O port buffers: 34
- Required arrival time at the worst endpoint: 1360 ps
- Boundary Pins: 35
* Antenna diode instance count: 0
- Hold Violations, Final: 0
- The global route stage reports its total congestion overflow as 0.
- Of the synthesized area, sequential elements account for 0.690.
- Cells along the critical path: xor3_1, buf_2
* Count of maximum capacitance violations: 0
- Commonest cells after routing, fill and taps aside: 64 x dfstp_2, 60 x buf_4, 41 x xor2_1
* Arrival time at the worst endpoint: 1420 ps
* Skew final: 6.64 ps
- Tool warnings: 27
* Root Buffer Master: clkbuf_8
-- synth_stat cells (all sizes together) --
master / n / share of area
xor3: 32 / 0.21
dfrtp: 33 / 0.23
dfstp: 64 / 0.46
conb: 1 / 0.0010
inv: 1 / 0.0010
xor2: 41 / 0.099
-- per-stage QoR --
stage                     area [um^2]  power [W]  hold WS, ps  utilization  TNS, ps
after global routing             4640    0.00392          365        0.672    -1370
after global placement           4330    0.00241          355        0.626    -36.9
after detailed placement         4330    0.00242          360        0.626    -23.4
final                            4640    0.00375          364        0.672     -342
after floorplan                  3640    0.00239          354            -        0
after CTS                        4630    0.00381          372        0.671     -753
-- where the power goes --
group	internal (W)	leakage (nW)	switching, W
registers	0.00232	1.11	0.000000227
logic	0.0000140	1.30	0.0000441
clock network	0.000650	0.0984	0.000731
-- logic make-up (layout without fill, tap and decap cells) --
| group | after synthesis | count (layout) | synth area share |
|---|---|---|---|
| xor+xnor | 73 | 73 | 0.308 |
| buf+inv | 1 | 113 | 0.00103 |
| flops | 97 | 97 | 0.690 |
| other cells | 1 | 1 | 0.00103 |
-- final timing paths --
kind / cells after the start / slack [ps] / end
worst max-delay path: 2 / -60 / random_out[17]
worst min-delay path: 0 / 360 / S1_reg[22]
worst max register to register: 3 / 610 / S1_reg[3]
worst min register to register: 0 / 360 / S1_reg[22]
max in group asynchronous: 3 / 950 / S2_reg[22]
min in group asynchronous: 3 / 420 / S2_reg[27]
-- what timing repair did --
item | 4_1_cts | 5_1_grt
setup buffers | 32 | 3
pin swaps | 32 | 11
setup endpoints to repair | 32 | 28
gates resized | 98 | 4
-- layout make-up --
class,count,area [um^2]
clock inverter,4,26.3
sequential,97,2520
fill,498,2270
multi-input combinational,74,1120
timing repair buffer,96,681
tap,96,120
clock buffer,12,165
inverter,1,7.51
-- routing by layer --
metal / up-vias / track usage / part of all wire
met3: 7 / 0.128 / 0.12
met5: - / 0 / 0
met2: 72 / 0.316 / 0.48
met1: 878 / 0.353 / 0.39
met4: 0 / 0.0194 / 0.011
li1: 767 / - / -
Power is estimated from default activity; no workload was simulated.
